File: flow/run.sh
#!/bin/bash
# OpenROAD 26Q1-2900-gdf79404cd8, Yosys 0.63+post, stock flow scripts
make -C /OpenROAD-flow-scripts/flow DESIGN_CONFIG=/design/flow/config.mk WORK_HOME=/design/flow/orfs finish
File: flow/config.mk
export PLATFORM = sky130hd
export DESIGN_NAME = LBP
export DESIGN_NICKNAME = LBP
export VERILOG_FILES = /design/flow/design.v
export SDC_FILE = /design/flow/constraint.sdc
export NUM_CORES = 4
export LEC_CHECK = 1
export CORE_UTILIZATION = 40
File: flow/constraint.sdc
current_design LBP

set clk_period 4.8
set clk_io_pct 0.2

create_clock -name clk0 -period $clk_period [get_ports {clk}]

set non_clock_inputs [all_inputs -no_clocks]
set_input_delay [expr $clk_period * $clk_io_pct] -clock clk0 $non_clock_inputs
set_output_delay [expr $clk_period * $clk_io_pct] -clock clk0 [all_outputs]
File: flow/design.v
`timescale 1ns/10ps
module LBP ( clk, reset, gray_addr, gray_req, gray_ready, gray_data, lbp_addr, lbp_valid, lbp_data, finish);
input           clk;
input           reset;
output [13:0]   gray_addr;
output         	gray_req;
input   	    gray_ready;
input  [7:0] 	gray_data;
output [13:0] 	lbp_addr;
output  	    lbp_valid;
output [7:0] 	lbp_data;
output      	finish;
reg [6:0] pos_x, pos_y;
reg [3:0] cnt;
reg [2:0] cs, ns;
parameter [2:0] IDLE        = 3'h0,
                READ        = 3'h1,
                PROCESS     = 3'h2,
                OUT_DATA    = 3'h3,
                DONE        = 3'h4;
always @(posedge clk or posedge reset)begin
    if(reset)begin
        cs <= IDLE;
    end
    else begin
        cs <= ns;
    end
end
always @(*)begin
    case(cs)
        IDLE:begin
            if(gray_ready)  ns <= READ;
            else            ns <= IDLE;
        end
        READ:begin
            if((!(| pos_x)) || (& pos_x) || (!(| pos_y)) || (& pos_y))   ns <= OUT_DATA;
            else                                                         ns <= PROCESS;
        end
        PROCESS:begin
            if(cnt == 4'ha) ns <= OUT_DATA;
            else            ns <= PROCESS;
        end
        OUT_DATA:begin
            if((& pos_y) && (& pos_x))  ns <= DONE;
            else            ns <= READ;
        end
        default:            ns <= IDLE;
    endcase
end
always @(posedge clk or posedge reset)begin
    if(reset)begin
        {pos_y, pos_x} <= 14'h0;
    end
    else begin
        case(cs)
            IDLE:   {pos_y, pos_x} <= 14'h0;
            OUT_DATA:begin
                {pos_y, pos_x} <= {pos_y, pos_x} + 14'h1;
            end
        endcase
    end
end
reg gray_req;
reg [13:0] gray_addr;
always @(posedge clk or posedge reset)begin
    if(reset)begin
        gray_req <= 1'h0;
    end
    else begin
        if(ns == PROCESS)  gray_req <= 1'h1;
        else            gray_req <= 1'h0;
    end
end
always @(*)begin
    case(cnt)
        4'h0:   gray_addr <= {pos_y, pos_x};
        4'h1:   gray_addr <= {pos_y - 4'h1, pos_x - 4'h1};
        4'h2:   gray_addr <= {pos_y - 4'h1, pos_x};
        4'h3:   gray_addr <= {pos_y - 4'h1, pos_x + 4'h1};
        4'h4:   gray_addr <= {pos_y, pos_x - 4'h1};
        4'h5:   gray_addr <= {pos_y, pos_x + 4'h1};
        4'h6:   gray_addr <= {pos_y + 4'h1, pos_x - 4'h1};
        4'h7:   gray_addr <= {pos_y + 4'h1, pos_x};
        4'h8:   gray_addr <= {pos_y + 4'h1, pos_x + 4'h1};
        default:gray_addr <= {pos_y, pos_x};
    endcase
end
reg [7:0] lbp;
reg [7:0] gray_center;
reg compare;
always @(posedge clk or posedge reset)begin
    if(reset)begin
        cnt <= 4'h0;
    end
    else begin
        if(cs == PROCESS)begin
            if(cnt < 4'ha)  cnt <= cnt + 4'h1;
            else            cnt <= 4'h0;
        end
    end
end
always @(posedge clk or posedge reset)begin
    if(reset)begin
        compare <= 1'h0;
    end
    else begin
        if(!cnt)    compare <= 1'h0;
        else        compare <= (gray_data >= gray_center) ? 1'h1 : 1'h0;
    end
end
always @(posedge clk or posedge reset)begin
    if(reset)begin
        gray_center <= 8'h0;
    end
    else begin
        gray_center <= (!cnt) ? gray_data : gray_center;
    end
end
always @(posedge clk or posedge reset)begin
    if(reset)begin
        lbp <= 8'h0;
    end
    else begin
        case(cnt)
            0:          lbp <= 8'h0;
            1:          lbp <= 8'h0;
            2:          lbp[0] <= compare;
            3:          lbp[1] <= compare;
            4:          lbp[2] <= compare;
            5:          lbp[3] <= compare;
            6:          lbp[4] <= compare;
            7:          lbp[5] <= compare;
            8:          lbp[6] <= compare;
            9:          lbp[7] <= compare;
            default:    lbp <= 8'h0;
        endcase
    end
end
reg lbp_valid;
reg [7:0] lbp_data;
wire [13:0] lbp_addr;
assign lbp_addr = {pos_y, pos_x};
always @(posedge clk or posedge reset)begin
    if(reset)begin
        lbp_valid <= 1'h0;
    end
    else begin
        if(ns == OUT_DATA)  lbp_valid <= 1'h1;
        else                lbp_valid <= 1'h0;
    end
end
always @(posedge clk or posedge reset)begin
    if(reset)begin
        lbp_data <= 8'h0;
    end
    else begin
        if(ns == OUT_DATA)begin
            if((!(| pos_x)) || (& pos_x) || (!(| pos_y)) || (& pos_y))   lbp_data <= 8'h0;
            else                                                         lbp_data <= lbp;
        end
    end
end
reg finish;
always @(posedge clk or posedge reset)begin
    if(reset)begin
        finish <= 1'h0;
    end
    else begin
        if(ns == DONE)  finish <= 1'h1;
        else            finish <= 1'h0;
    end
end
endmodule
==> impl_metrics.csv <==
group,metric,value,unit
critical_path,cp_data_required_time,3.84,ns
clocking,clk_root_buffer_cell,"sky130_fd_sc_hd__clkbuf_8",
die,dieWidth,92.2,um
sta,max_clock_freq,252,MHz
clocking,cts_buffer_depth,2,
logic_synthesis,yosysTopAreaCellShare,38.5,%
critical_path,timing.critical_path.fanout_max,15,
logic_synthesis,synthAdderAreaFrac,6.92,%
finish,layoutNonFillerInstCount,516,
clocking,cts-buffers-inserted,5,
logic_synthesis,number_of_enable_type_register_cells_in_the_synthesized_netlist,0,
logic_synthesis,yosys.area_share.xor_xnor,0,%
logic_synthesis,ys.flop_type,"sky130_fd_sc_hd__dfrtp_1",
sta,slew_viols_final,0,
clocking,insertion_delay,0.30,ns
logic_synthesis,netlist_top_cells_area,"sky130_fd_sc_hd__dfrtp_1 (38%), sky130_fd_sc_hd__ha_1 (6.9%), sky130_fd_sc_hd__o21ai_0 (6.0%)",
sta,setup_viol,0,
critical_path,critPathKind,"flop to primary output",
routing,detailroute.via_count,2877,
logic_synthesis,top_logic_kind,"AND-OR/OR-AND gates",
global_routing,first_global_vias,2708,
logic_synthesis,syn_avg_cell_area,8.67,um2
global_routing,grt_first_pass_wirelength,13500,um
routing,drt_drc_violations_left,0,
routing,drt_pre_antenna_iters,4,
sta,accumulated_negative_setup_slack,0,ns
finish,drive_gt1_share,6.04,%
pwr,total_leakage_power,0.00167,uW
routing,met2_wirelength,3470,um
sta,clock_skew,0.00744,ns
clocking,post_cts.resized_instances,0,
critical_path,timing.critical_path.to_type,"primary output",
global_routing,largest_net_degree_at_the_start_of_global_routing,52,
logic_synthesis,compound_area_share,25.8,%
clocking,ctsHoldBuffers,0,
routing,antenna_cells,0,
hold_path,hold_path_class,"flop to flop",
logic_synthesis,ys_seq_share,39.3,%
clocking,cts_post_setup_buffers_inserted,0,
pwr,power.total,728,uW
clocking,clkSlewWorstSetupHoldPaths,0.10,ns
logic_synthesis,ys_ff,51,
die,boundaryPins,50,
job,maxCapViolCount,0,
routing,top_signal_layer_used,"met4",
place,placement.setup.worst_slack,1.23,ns
finish,final.fill_count,755,
logic_synthesis,ys_async_sr_fraction,100,%
place,routabilityCongestion,0.894,
global_routing,grt_overflow_total,0,
pwr,power-per-cell-area,188,nW/um2
place,placed_cells_incl_taps,508,
logic_synthesis,yosysTopAreaCell,"sky130_fd_sc_hd__dfrtp_1",
logic_synthesis,muxShareOfSynthArea,1.31,%
routing,wirelength_met1,3770,um
logic_synthesis,synth.cell_area,3250,um2
routing,route.detailed.vias_per_inst,5.58,
die,core_region_area,7810,um2
place,dp_hpwl,5370,um
global_routing,global_route.usage.total,19.9,%
routing,postRouteWirelength,7540,um
routing,wire_per_inst,14.6,um
critical_path,regToRegSetupSlack,2.40,ns
sta,period_minus_slack,3.97,ns
sta,hold_viol,0,
global_routing,grt_antenna_before_repair,0,
logic_synthesis,post_synth_most_frequent_cells,"sky130_fd_sc_hd__dfrtp_1 (50), sky130_fd_sc_hd__o21ai_0 (39), sky130_fd_sc_hd__nand2_1 (35)",
sta,post-route-period-util,82.8,%
die,rows,32,
finish,layout-area-overhead-vs-synth,19.2,%
status,run_status,"complete, no violations",
logic_synthesis,post-synth-top-count-cell,"sky130_fd_sc_hd__dfrtp_1",
logic_synthesis,yosysWarnings,1,
sta,worst_pin_slew,0.751,ns
logic_synthesis,netlist-cell-type-count,62,
clocking,tritoncts_num_sinks,51,
pwr,ir_drop,0.0987,mV
logic_synthesis,yosys.area_share.simple,20.3,%
critical_path,worstSetupStartpointType,"flop",
logic_synthesis,synth-cells-yosys,375,
sta,slew_headroom,50.0,%
sta,rsz0062_at_grt,"no",
routing,initialDrtViolationCount,186,
clocking,tritoncts_clock_tree,"done",
sta,layout_setup_ws,0.825,ns
critical_path,cp_data_arrival_time,3.01,ns
place,portBuffers,49,
clocking,cts_htree_levels,2,
routing,ant_nets,0,
logic_synthesis,synthesis.instances,375,
die,floorplan.initialDensity,41.7,%
logic_synthesis,yosys.stat.chipArea,3250,um2
die,die.size.y,92.2,um
job,openroad_warnings,32,
routing,routed-wl-met3,249,um
die,floorplan.die_area,8500,um2
## registers in the layout, indices dropped and copies added, names as in the netlist
name / cells
gray_center: 8
finish: 1
gray_req: 1
cnt: 4
lbp_data: 8
lbp: 8
pos_y: 7
pos_x: 7
cs: 5
lbp_valid: 1
compare: 1
## per-stage QoR
stage / hold slack (ns) / area (um2) / util [%]
floorplan: 0.405 / 3250 / -
global route: 0.473 / 3880 / 49.7
CTS: 0.446 / 3880 / 49.7
detailed placement: 0.419 / 3780 / 48.5
finish: 0.446 / 3880 / 49.7
global placement: 0.419 / 3780 / 48.5
## layer usage
layer | vias up | GRT usage, %
met4 | 0 | 2.21
met3 | 4 | 2.45
met2 | 66 | 30.3
met5 | - | 0
met1 | 1339 | 32.4
li1 | 1468 | -
## worst paths after layout
path                           from             end  cells after the start
min reg2reg                   cs[1]           cs[0]                      1
min in group asynchronous     reset  gray_center[2]                      3
max reg2reg                pos_x[0]     lbp_data[4]                      6
min                           cs[1]           cs[0]                      1
max                          cnt[0]    gray_addr[6]                      7
max in group asynchronous     reset          lbp[3]                      3
## power by group
group	internal [uW]	leakage [uW]	total [uW]	switching [uW]
sequential	433	0.000677	433	0.842
clock	118	0.0000484	262	143
combinational	14.9	0.000940	33.2	18.3
total	566	0.00167	728	162
## worst max-delay path, cell delays in order (launching register included)
cell                              delay, ns
sky130_fd_sc_hd__dfrtp_1               0.42
sky130_fd_sc_hd__inv_1                 0.14
sky130_fd_sc_hd__ha_1                  0.46
sky130_fd_sc_hd__nor3b_1               0.16
sky130_fd_sc_hd__nor3_1                0.60
sky130_fd_sc_hd__o21ai_0               0.20
sky130_fd_sc_hd__a41oi_1               0.26
sky130_fd_sc_hd__clkdlybuf4s50_1       0.48
## placed cells by master (no fill, tap or decap), types with 13 or more instances in the layout
cell type	netlist	layout
sky130_fd_sc_hd__nand3_1	19	19
sky130_fd_sc_hd__nor2_1	30	30
sky130_fd_sc_hd__nand2_1	35	35
sky130_fd_sc_hd__o21ai_0	39	39
sky130_fd_sc_hd__clkdlybuf4s50_1	0	49
sky130_fd_sc_hd__dfrtp_1	50	50
sky130_fd_sc_hd__ha_1	18	18
sky130_fd_sc_hd__nor3_1	15	15
sky130_fd_sc_hd__inv_1	28	27
sky130_fd_sc_hd__a21oi_1	13	13
## final cells by class
cell class / instances / area [um2] / share of cell area, %
repair buffers: 51 / 505 / 13.0
clock inverters: 1 / 8.76 / 0.226
well taps: 102 / 128 / 3.29
inverters: 28 / 105 / 2.71
flip-flops and latches: 51 / 1280 / 32.9
multi-input cells: 276 / 1770 / 45.6
clock buffers: 7 / 86.3 / 2.23
## kinds of logic after synthesis
family,after synthesis
flip-flops,51
multiplexers,4
adder cells (fa/ha/maj),18
AND-OR/OR-AND,123
AND/OR/NAND/NOR,131
buffers and inverters,48
Power is estimated from default activity; no workload was simulated.
